<file path="flow/design.v">
module FA(a, b, cin, s, cout);
    input a, b, cin;
    output s, cout;
    assign s = a ^ b ^ cin;
    assign cout = (a & b) | (b & cin) | (a & cin);
endmodule
module RCA4(A, B, Cin, S, Cout);
    input [3:0] A;
    input [3:0] B;
    input Cin;
    output [3:0] S;
    output Cout;
    wire c0, c1, c2;
    FA fa0(.a(A[0]), .b(B[0]), .cin(Cin), .s(S[0]), .cout(c0));
    FA fa1(.a(A[1]), .b(B[1]), .cin(c0), .s(S[1]), .cout(c1));
    FA fa2(.a(A[2]), .b(B[2]), .cin(c1), .s(S[2]), .cout(c2));
    FA fa3(.a(A[3]), .b(B[3]), .cin(c2), .s(S[3]), .cout(Cout));
endmodule
</file>
<file path="flow/run.sh">
#!/bin/bash
# OpenROAD 26Q1-2900-gdf79404cd8, Yosys 0.63+post, stock flow scripts
make -C /OpenROAD-flow-scripts/flow DESIGN_CONFIG=/design/flow/config.mk WORK_HOME=/design/flow/orfs finish
</file>
<file path="flow/config.mk">
export PLATFORM = sky130hd
export DESIGN_NAME = RCA4
export DESIGN_NICKNAME = RCA4
export VERILOG_FILES = /design/flow/design.v
export SDC_FILE = /design/flow/constraint.sdc
export NUM_CORES = 4
export LEC_CHECK = 1
export CORE_AREA = 10 10 70 70
export DIE_AREA = 0 0 80 80
</file>
<file path="flow/constraint.sdc">
current_design RCA4

set clk_period 3.8
set clk_io_pct 0.2

create_clock -name clk0 -period $clk_period

set non_clock_inputs [all_inputs -no_clocks]
set_input_delay [expr $clk_period * $clk_io_pct] -clock clk0 $non_clock_inputs
set_output_delay [expr $clk_period * $clk_io_pct] -clock clk0 [all_outputs]
</file>
==> results.toml <==
# yosys + openroad results
[clock_tree]
post-cts-setup-buffers = 0

[hold_path]
hold_path_end = "S[3]"
hold_class = "in2out"
hold_start = "B[3]"
min_path_cells = 5

[cells_and_area]
final_cell_area_sq_um = 320
seq_cells = 0
lay_top_cells = "12 x clkdlybuf4s50_1, 6 x inv_1, 4 x inv_2, 3 x fa_2, 2 x dlygate4sd2_1"
comb_area_sq_um = 87.6
n_clock_buffer = 0
syn_to_final_growth_pct = 117
fillers = 407
regArea_sq_um = 0
drive_above_1_share = 0.250
lay_top_count = "clkdlybuf4s50_1"

[power_and_ir_drop]
power.net_switching_mw = 0.0108
clock_power_share = 0
intPower_mw = 0.0256
p_per_area_nw_per_um2 = 114
p_leak_nw = 0.133
seq_power_share = 0
p_sw_frac = 0.298
irDropWorstVdd_v = 0.0000275
p_comb_frac = 1.000

[route]
drt-total-wl_um = 393
antennaDiodeCount = 0
vias = 116
via_per_inst = 1.57
drc_errors = 0
firstDrtPassIters = 1
wl_per_cell_um = 5.31
ant_nets = 0
drtIter0Drc = 0

[worst_setup_path]
critical_path.max_stage_delay_ns = 0.49
crit_arrival_ns = 2.88
cp-start-kind = "input port"
endpoint_kind = "output port"
cp.required_ns = 3.04
crit_fanout = 1
critPathKind = "in2out"
cpMaxStageDelayCell = "fa_1"
crit_chain = "clkdlybuf4s50_1, inv_2, fa_2, inv_2, fa_2, fa_2, inv_2, fa_1, inv_1, dlygate4sd2_1"

[final_timing]
period_minus_slack_ns = 3.64
max_freq_mhz = 274
slew_headroom = 0.935
hold_viol = 0
worst_pin_slew_ns = 0.0977
whs_ns = 2.38
rsz0062_at_grt = "false"
setup_viol = 0
fin_crit_sh = 0.959
final_max_slew_viol_count = 0

[grt]
track_usage = 0.0118
grt_start_max_net_pins = 2
grt_overflow = 0
grt_pass1_wl_um = 600
grt_antenna_before_repair = 0
grt_pass1_vias = 137

[die]
die_w_um = 80
io_pins = 14
die-area_sq_um = 6400
die_height_um = 80
core_region_area_sq_um = 3420
floorplan.core_util = 0.0432
rows = 21

[synthesis]
yosys-stat-area_sq_um = 148
syn_inst = 18
netlist_area_sq_um = 148
ys_seq_frac = 0
synth_cell_types = 3
synth.avg_cell_area_sq_um = 8.20
yosys-stat-cells = 18
ys_warn_count = 0

[flow_run]
warnings = 32
cap_violations = 0

[place]
gp_congestion = 0.746
port-buffer-count = 14
postPlaceCellArea_sq_um = 315
hpwl_um = 387

[run_status]
status = "finished, final reports clean"
## synthesized netlist by cell type
library cell,number,share of area
buf_4,4,0.20
fa_1,4,0.54
inv_1,10,0.25
## final cells by class
type                            instances  area share
Inverter                               10       0.117
Multi-Input combinational cell          4       0.273
Tap cell                               46       0.180
Timing Repair Buffer                   14       0.430
## worst max path at each step
| stage | from | to | slack, ns | cells after the start |
|---|---|---|---|---|
| CTS | B[0] | S[3] | 0.10 | 10 |
| global route | B[0] | S[3] | 0.007 | 10 |
| finish | Cin | S[3] | 0.16 | 10 |
## kinds of logic (layout without fill, tap and decap cells)
kind of cell	count (synthesis)	in the layout	share of synthesized area
adders and majority gates	4	4	0.542
buffers and inverters	14	24	0.458
## layer usage
| metal | share of wire | vias to the layer above | routed length (um) | track usage |
|---|---|---|---|---|
| li1 | - | 60 | - | - |
| met1 | 0.55 | 42 | 217 | 0.0200 |
| met2 | 0.16 | 14 | 62 | 0.0104 |
| met3 | 0.29 | 0 | 113 | 0.00909 |
| met4 | 0 | 0 | 0 | 0 |
| met5 | 0 | - | 0 | 0 |
## timing repair
action	4_1_cts	5_1_grt
cloned	0	0
gates resized	9	0
hold buffers	0	0
setup endpoints to repair	2	1
pin swaps	4	1
## through the flow
step / setup WS (ns) / util / power, mW / instances / TNS, ns
4_1_cts: 0.101 / 0.0938 / 0.0380 / 74 / 0
3_5_place_dp: -0.169 / 0.0923 / 0.0378 / 74 / -0.169
3_3_place_gp: -0.185 / 0.0923 / 0.0380 / 74 / -0.185
6_report: 0.156 / 0.0938 / 0.0364 / 74 / 0
5_1_grt: 0.00716 / 0.0938 / 0.0431 / 74 / 0
2_1_floorplan: 0.703 / - / 0.0181 / 18 / 0
## critical path: cells and delay by family
kind	cells	cell delay, ns
fa+ha+maj	4	1.26
buf+inv	6	0.87
## power groups by stage
stage | registers (mW) | logic, mW | clock network [mW]
after CTS | 0 | 0.0380 | 0
after global routing | 0 | 0.0431 | 0
final | 0 | 0.0364 | 0
No activity file was given, so power comes from the tool's default toggle rates.
