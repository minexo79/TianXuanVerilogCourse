**flow/config.mk**
```make
export PLATFORM = sky130hd
export DESIGN_NAME = multiplier_top
export DESIGN_NICKNAME = multiplier_top
export VERILOG_FILES = /design/flow/design.v
export SDC_FILE = /design/flow/constraint.sdc
export NUM_CORES = 4
export LEC_CHECK = 1
export CORE_AREA = 10 10 70 70
export DIE_AREA = 0 0 80 80
```
**flow/constraint.sdc**
```tcl
current_design multiplier_top

set clk_period 5.1
set clk_io_pct 0.2

create_clock -name clk0 -period $clk_period

set non_clock_inputs [all_inputs -no_clocks]
set_input_delay [expr $clk_period * $clk_io_pct] -clock clk0 $non_clock_inputs
set_output_delay [expr $clk_period * $clk_io_pct] -clock clk0 [all_outputs]
```
**flow/design.v**
```verilog
module cla4(
    input [3:0] a,
    input [3:0] b,
    input cin,
    output [3:0] sum,
    output cout
    );
    wire [2:0] _cin;
    fa fa0(a[0], b[0], cin, sum[0], _cin[0]);
    fa fa1(a[1], b[1], _cin[0], sum[1], _cin[1]);
    fa fa2(a[2], b[2], _cin[1], sum[2], _cin[2]);
    fa fa3(a[3], b[3], _cin[2], sum[3], cout);
endmodule
module fa(
    input a,
    input b,
    input cin,
    output sum,
    output cout
    );
    assign sum = a ^ b ^ cin;
    assign cout = (a & b) | (b & cin) | (a & cin);
endmodule
module multiplier_and(
    input [3:0] a,
    input b,
    output [3:0] out
    );
    assign out[3:0] = a[3:0] & {4{b}};
endmodule
module multiplier_top(
    input [3:0] a,
    input [3:0] b,
    output [7:0] out
    );
    wire [3:0] and0, and1, and2, and3;
    wire [3:0] cla_sum0, cla_sum1, cla_sum2;
    wire c0, c1, c2;
    multiplier_and mu_and0 (a, b[0], and0);
    multiplier_and mu_and1 (a, b[1], and1);
    multiplier_and mu_and2 (a, b[2], and2);
    multiplier_and mu_and3 (a, b[3], and3);
    cla4 cla_0 ({1'b0, and0[3:1]},   and1, 0, cla_sum0, c0);
    cla4 cla_1 ({c0, cla_sum0[3:1]}, and2, 0, cla_sum1, c1);
    cla4 cla_2 ({c1, cla_sum1[3:1]}, and3, 0, cla_sum2, c2);
    assign out[0] = and0[0];
    assign out[1] = cla_sum0[0];
    assign out[2] = cla_sum1[0];
    assign out[6:3] = cla_sum2;
    assign out[7] = c2;
endmodule
```
**flow/run.sh**
```bash
#!/bin/bash
# OpenROAD 26Q1-2900-gdf79404cd8, Yosys 0.63+post, stock flow scripts
make -C /OpenROAD-flow-scripts/flow DESIGN_CONFIG=/design/flow/config.mk WORK_HOME=/design/flow/orfs finish
```
==> impl_metrics.ini <==
; yosys + openroad results
[outcome]
status = complete, but fails checks
violations = negative setup slack

[global_routing]
grt_use_met3_pct = 0.795
grt_pass1_wl_mm = 1.62
grt_use_total_pct = 3.02
antenna_found_initial = 0
use_met2_pct = 5.70
first_global_vias = 368
top_usage_layer = met2
grt_overflow = 0
use_met1_pct = 3.50
grt_max_degree = 5

[timing]
layout_min_cycle_time_ps = 5360
fin_crit_sh_pct = 105
finalSetupViolations = 1
rsz0062_at_grt = yes
fin_ws_ps = -256
max_slew.worst_pin.slew_ps = 126
max_freq_mhz = 187
slew_violations = 0
hold_viol = 0
slew-limit-headroom_pct = 91.6

[job]
cap_violations = 0
warnings = 35

[yosys]
synthDistinctLibCells = 6
avgSynthCellArea_um2 = 8.32
ys_cells = 48
syn_area_um2 = 399
synthCells = 48
ys_warn_count = 3
synth_seq_share_pct = 0
yosys_area_um2 = 399

[floorplanning]
dieHeight_um = 80
rows = 21
die-width_um = 80
initCoreUtil_pct = 11.7
io-pin-count = 16
core_um2 = 3420
dieArea_um2 = 6400

[route]
via_per_inst = 2.90
vias = 319
ant_nets = 0
drc = 0
drt_iter0_drc = 0
drt-wirelength-per-cell_um = 8.16
dr.pass1.iters = 1
finalWirelength_um = 898
antenna_cells = 0

[placement]
place_inst = 110
hpwl_um = 878
port_buffers = 16
gp_congestion = 0.731

[critical_path]
critical_path.max_fanout = 2
crit_path_start = a[0]
crit_family = adder cells
critPathLaunchType = primary input
slowest_delay_ps = 490
crit_path_top_delay_cell = fa_1
path_cells = buf_6 -> and2_4 -> ha_4 -> inv_2 -> fa_2 -> inv_2 -> fa_1 -> inv_2 -> fa_2 -> inv_2 -> fa_2 -> inv_2 -> fa_1 -> inv_2 -> fa_2 -> inv_2 -> fa_2 -> inv_2 -> buf_2
crit_required_ps = 4080
end_kind = primary output
critical_path_class = primary input to primary output
critPathArrivalTime_ps = 4340
cp_num_buf_inv = 10
crit_top_cell = inv_2

[pwr]
power_uw = 61.2
p_leak_uw = 0.000293
vdd_drop_max_uv = 21.2
p_per_area_nw_per_um2 = 96.2

[cells_and_area]
final_cells = 110
drive_gt1_share_pct = 53.1
nFlopsAndLatches = 0
num-fill-cells = 391
area_delta_synth_final_pct = 59.2
clockBufferCount = 0
regArea_um2 = 0

[min_path]
whs_path_depth = 5
hold_start = a[1]
holdCritPathClass = primary input to primary output
hold_end = out[4]
## where the power goes
part           leakage, µW  switching, µW  internal, µW  total, µW
Clock                    0              0             0          0
Sequential               0              0             0          0
Combinational     0.000293           23.0          38.2       61.2
## metal layers
layer  share of wire [%]  wire length, µm
met2                  54              486
met1                  38              337
met4                   0                0
met5                   0                0
met3                 8.2               74
## area by class of cell
| class | instances | area [µm²] | share of cell area (%) |
|---|---|---|---|
| inverter | 13 | 48.8 | 7.68 |
| multi-input combinational | 28 | 335 | 52.8 |
| timing repair buffer | 23 | 194 | 30.5 |
| tap | 46 | 57.6 | 9.06 |
## layout by cell type (no fill, tap or decap)
| cell type | instances |
|---|---|
| and2_4 | 3 |
| buf_2 | 3 |
| nand2_2 | 1 |
| ha_4 | 1 |
| dlygate4sd2_1 | 2 |
| buf_6 | 3 |
| and2_1 | 8 |
| fa_1 | 2 |
| ha_1 | 3 |
| inv_1 | 4 |
| inv_2 | 9 |
| fa_2 | 6 |
| clkdlybuf4s50_1 | 7 |
| nand2_1 | 4 |
| clkbuf_2 | 1 |
| buf_4 | 7 |
## synthesized netlist by cell type (all sizes together)
cell type / number / area (µm²)
and2: 11 / 68.8
buf: 7 / 52.6
fa: 8 / 160
ha: 4 / 50.1
inv: 13 / 48.8
nand2: 5 / 18.8
## worst max path at each step
| stage | end | slack [ps] | cells past startpoint |
|---|---|---|---|
| after CTS | out[6] | -380 | 17 |
| after global routing | out[6] | -380 | 19 |
| final | out[6] | -260 | 19 |
## repair_timing
action                     4_1_cts  5_1_grt
resized                         37        8
hold buffers                     0        0
pin swaps                       12        7
setup buffers                    0        0
setup endpoints to repair        4        3
## tightest hold or removal path, stage by stage
cell and delay, ps:
buf_6 70, buf_4 100, and2_1 150, fa_2 200, dlygate4sd2_1 200
## metrics by stage
stage | setup slack (ps) | utilization, % | hold WS [ps] | cell area (µm²) | setup TNS, ps
6_report | -256 | 18.6 | 2760 | 636 | -256
5_1_grt | -383 | 18.6 | 2820 | 636 | -529
4_1_cts | -380 | 18.4 | 2750 | 627 | -603
3_5_place_dp | -1070 | 18.4 | 3160 | 627 | -3080
3_3_place_gp | -1040 | 18.4 | 3160 | 627 | -2940
2_1_floorplan | -127 | - | 2110 | 409 | -127
## logic make-up after synthesis
| kind of cell | count (synthesis) | synth area share (%) |
|---|---|---|
| adders and majority gates | 12 | 52.7 |
| and+or+nand+nor | 16 | 21.9 |
| buffers and inverters | 20 | 25.4 |
Power is estimated from default activity; no workload was simulated.
