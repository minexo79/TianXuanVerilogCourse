**design/flow/config.mk**
```make
export PLATFORM = sky130hd
export DESIGN_NAME = adds4
export DESIGN_NICKNAME = adds4
export VERILOG_FILES = /design/flow/design.v
export SDC_FILE = /design/flow/constraint.sdc
export NUM_CORES = 4
export LEC_CHECK = 1
export CORE_AREA = 10 10 70 70
export DIE_AREA = 0 0 80 80
```
**design/flow/constraint.sdc**
```tcl
current_design adds4

set clk_period 4.8
set clk_io_pct 0.2

create_clock -name clk0 -period $clk_period

set non_clock_inputs [all_inputs -no_clocks]
set_input_delay [expr $clk_period * $clk_io_pct] -clock clk0 $non_clock_inputs
set_output_delay [expr $clk_period * $clk_io_pct] -clock clk0 [all_outputs]
```
**design/flow/design.v**
```verilog
module full_adder(a, b, cin, s, cout);
    input a, b, cin;
    output s, cout;
    assign cout = (a & b) | (b & cin) | (a & cin);
    assign s = a ^ b ^ cin;
endmodule
module adds4(a, b, m, s, cout, v);
    input [3:0] a, b;
    input m;
    output [3:0] s;
    output cout, v;
    wire [3:0] nb;
    wire c0, c1, c2;
    assign nb = b ^ { 4 {m} };
    full_adder fa0 (.a(a[0]), .b(nb[0]), .cin(m), .s(s[0]), .cout(c0));
    full_adder fa1 (.a(a[1]), .b(nb[1]), .cin(c0), .s(s[1]), .cout(c1));
    full_adder fa2 (.a(a[2]), .b(nb[2]), .cin(c1), .s(s[2]), .cout(c2));
    full_adder fa3 (.a(a[3]), .b(nb[3]), .cin(c2), .s(s[3]), .cout(cout));
    assign v = c2 ^ cout;
endmodule
```
**design/flow/run.sh**
```bash
#!/bin/bash
# OpenROAD 26Q1-2900-gdf79404cd8, Yosys 0.63+post, stock flow scripts
make -C /OpenROAD-flow-scripts/flow DESIGN_CONFIG=/design/flow/config.mk WORK_HOME=/design/flow/orfs finish
```
==> impl_metrics.tcl <==
# yosys + openroad results
set metrics [dict create \
    synth_area_um2 160 \
    drt-met1-wl_um 302 \
    die_w_um 80 \
    p_leak_nw 0.123 \
    ir_drop_uv 58.8 \
    tightest_slew_ns 0.236 \
    hold_class "primary input to output port" \
    route.met3.wl_um 119 \
    area_growth_pct 111 \
    report.final.slew_viol_count 0 \
    crit_top_cell "fa_1" \
    dr.pass1.iters 1 \
    relSlewSlack_pct 84.2 \
    dp_cells 74 \
    rsz0062_at_grt "false" \
    yosys_warnings 0 \
    nFillCells 412 \
    cp_max_fo 2 \
    power_mw 0.0463 \
    grt_max_degree 5 \
    critPathCaptureType "output port" \
    wl_met2_um 129 \
    layout.area.seq_um2 0 \
    arrival_ns 3.57 \
    cp_cell_sequence "clkdlybuf4s50_1, mux2_2, fa_1, inv_1, fa_1, inv_1, fa_1, xnor2_1, clkdlybuf4s50_1" \
    io_buffers 15 \
    final_layout_size_suffix_gt1_share_pct 3.57 \
    ys_area_um2 160 \
    antenna_found_initial 0 \
    diodes 0 \
    avgSynthCellArea_um2 9.42 \
    fin_tns_setup_ns 0 \
    gp_congestion 0.686 \
    cap_violations 0 \
    warnings 35 \
    routed.top_layer "met3" \
    drcViolationCount 0 \
    hold_viol 0 \
    critPathSlowestCell "clkdlybuf4s50_1" \
    logic_area_um2 115 \
    cp.buffers_inverters 4 \
    status "completed" \
    postSynthSeqShare_pct 0 \
    postCtsSetupBuffers 0 \
    vias_per_cell 1.72 \
    grt_pass1_wl_um 793 \
    wl_um 551 \
    drt-initial-drc-count 0 \
    wl_per_cell_um 7.45 \
    num_vias 127 \
    core_area_um2 3420 \
    cellPowerDensity_nw_per_um2 137 \
    yosys-stat-cells 17 \
    clockBufferCount 0 \
    cp-start-kind "primary input" \
    seq_cells 0 \
    critPathKind "primary input to output port" \
    antenna_left 0 \
    required_ns 3.84 \
    slowest_delay_ns 0.50 \
    cpLargestDelayFamily "buffers and inverters" \
    max_freq_mhz 221 \
    fin_crit_sh_pct 94.5 \
    setup_viol 0 \
    rows 21 \
    hold_buffers 0 \
    die_y_um 80 \
    io_pins 15 \
    grt_pass1_vias 149 \
    holdWs_ns 2.87 \
    min_period_ns 4.53 \
    synth.distinct_cells 6 \
    cts-resized-gates 0 \
    synthCells 17 \
    gr-total-overflow 0 \
    layout.cells.non_filler 74 \
    track_usage_pct 1.60 \
    dieArea_um2 6400 \
    initCoreUtil_pct 4.69 \
]
[cell families after synthesis]
kind of cell / Yosys count / share of synthesized area [%]
xor+xnor: 5 / 27.3
fa+ha+maj: 3 / 37.5
mux: 1 / 7.03
buf+inv: 8 / 28.1
[cell usage after synthesis]
cell	n	area [µm²]
xnor2_1	2	17.5
xor2_1	3	26.3
inv_1	4	15.0
fa_1	3	60.1
buf_4	4	30.0
mux2_2	1	11.3
[layout by cell type, fill, tap and decap left out, drive strengths merged]
cell	synthesis	final
clkdlybuf4s50	0	15
fa	3	3
inv	4	4
mux2	1	1
xnor2	2	2
xor2	3	3
[routing by layer]
layer,vias up,GRT usage [%]
met5,-,0
met4,0,0
met3,0,1.14
met2,13,1.69
met1,47,2.54
li1,67,-
[report_power, final]
group          switching, mW  leakage [nW]  total [mW]  internal [mW]
Combinational         0.0139         0.123      0.0463         0.0324
Clock                      0             0           0              0
Sequential                 0             0           0              0
[area by class of cell]
| cell class | count | area share (%) |
|---|---|---|
| timing repair buffer | 15 | 44.4 |
| multi-input combinational | 9 | 34.1 |
| inverter | 4 | 4.44 |
| tap | 46 | 17.0 |
[path summary, 6_finish.rpt]
path | start | end | slack, ns | depth (start not counted)
worst min-delay path | a[0] | s[0] | 2.87 | 3
worst max-delay path | b[0] | v | 0.27 | 9
[stage by stage]
stage | cell area, µm² | setup WS [ns] | util (%)
after global routing | 338 | 0.104 | 9.89
after CTS | 338 | 0.260 | 9.89
final | 338 | 0.266 | 9.89
after floorplan | 160 | 1.36 | -
after global placement | 338 | 0.304 | 9.89
after detailed placement | 338 | 0.293 | 9.89
Power figures rest on the tool's default switching activity, not on a simulated workload.
